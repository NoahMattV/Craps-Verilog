===== flow/constraint.sdc =====
current_design result

set clk_period 1.4
set clk_io_pct 0.2

create_clock -name clk0 -period $clk_period [get_ports {clock}]

set non_clock_inputs [all_inputs -no_clocks]
set_input_delay [expr $clk_period * $clk_io_pct] -clock clk0 $non_clock_inputs
set_output_delay [expr $clk_period * $clk_io_pct] -clock clk0 [all_outputs]

===== flow/run.sh =====
#!/bin/bash
# OpenROAD 26Q1-2900-gdf79404cd8, Yosys 0.63+post, stock flow scripts
make -C /OpenROAD-flow-scripts/flow DESIGN_CONFIG=/design/flow/config.mk WORK_HOME=/design/flow/orfs finish

===== flow/config.mk =====
export PLATFORM = sky130hd
export DESIGN_NAME = result
export DESIGN_NICKNAME = result
export VERILOG_FILES = /design/flow/design.v
export SDC_FILE = /design/flow/constraint.sdc
export NUM_CORES = 4
export LEC_CHECK = 1
export CORE_AREA = 10 10 70 70
export DIE_AREA = 0 0 80 80

===== flow/design.v =====
`timescale 1ns / 1ps
module result(
    output reg [3:0] sum,
    output reg [1:0] result,
    input win, 
    input lose,
    input roll,
    input clock,
    input reset,
    input [2:0] x0,
    input [2:0] x1
    );
    reg [2:0] find;  
    initial begin
    find <= 0;
    end
    always @(*) begin
        sum = x0 + x1;
    end
    always @(posedge clock) begin
        if (reset)
            find <= 0;
        else begin
        find = {win, lose, roll};
        case(find)  
        3'b001: result = 2'b10;   
        3'b010: result = 2'b01;   
        3'b100: result = 2'b00;   
        3'b000: result = 2'b11;   
        default: result = 2'b11;  
        endcase
        end  
    end
endmodule

==> results.py <==
# Flow results
metrics = {
    "global_routing": {
        "gr-total-overflow": 0,
        "grt_use_total_pct": 1.86,
        "grt_pass1_wl_um": 966,
        "use_met2_pct": 2.33,
        "antenna_found_initial": 0,
        "grt_start_max_net_pins": 4,
        "use_met1_pct": 1.81,
        "met3_usage_pct": 2.16,
        "grt_pass1_vias": 241,
        "grt-busiest-layer": "met2",
    },
    "power": {
        "finalPower_uw": 301,
        "peakVddDrop_mv": 0.101,
        "p_comb_share_pct": 32.2,
        "clockPowerShare_pct": 43.2,
        "p_int_uw": 233,
        "leakage_nw": 0.168,
        "pwr-share-seq_pct": 24.6,
        "swShare_pct": 22.8,
        "power-per-cell-area_nw_per_um2": 711,
        "power_switching_uw": 68.7,
    },
    "cts": {
        "cts_hold_buf": 0,
        "cts-buffers-inserted": 3,
        "clockBufferDepth": 2,
        "clkTransAtPathRegs_ps": 30,
        "cts_tree": "done",
        "htreeDepth": 1,
        "root_buffer": "clkbuf_4",
        "cts.sinks": 2,
    },
    "status": {
        "violations": "setup timing",
        "status": "finished, violations left",
    },
    "floorplanning": {
        "coreArea_um2": 3420,
        "io_pins": 17,
        "die_y_um": 80,
        "die_area_um2": 6400,
        "fp-row-count": 21,
        "fp_util_pct": 5.09,
        "dieWidth_um": 80,
    },
    "setup_path": {
        "critPathLaunchType": "input pin",
        "endpoint": "sum[1]",
        "cp-startpoint": "x0[0]",
        "end_kind": "output pin",
        "critPathMaxFanout": 2,
        "criticalPathCategory": "input pin to output pin",
        "arrival_ps": 1130,
        "worstPathRequired_ps": 1120,
    },
    "sta": {
        "final-max-slew-violation-count": 0,
        "setup_viol": 1,
        "rsz0062_at_grt": "true",
        "setup_tns_ps": -7.70,
        "fmax_ghz": 0.710,
        "hold_violations": 0,
        "holdWs_ps": 669,
        "fin_crit_ps": 1410,
        "tightest_slew_ps": 121,
        "finalCritPeriodShare_pct": 101,
        "fin_ws_ps": -7.70,
        "relSlewSlack_pct": 91.9,
    },
    "cells_and_area": {
        "largest_reg_flops": 2,
        "layout-drive-gt1-share_pct": 45.7,
        "fin_area_um2": 424,
        "layout_top_cells": "7 x clkdlybuf4s50_1, 5 x buf_2, 3 x xor2_1, 3 x clkbuf_4",
        "area_growth_pct": 144,
        "mostFrequentLayoutCell": "clkdlybuf4s50_1",
        "finalNonFillerCells": 81,
        "fillers": 397,
    },
    "synthesis": {
        "ys_cells": 15,
        "avgSynthCellArea_um2": 11.6,
        "postSynthSeqShare_pct": 34.5,
        "ys_area_um2": 174,
        "syn_inst": 15,
        "synth_top_area_share_pct": 34.5,
        "synth_flops": 2,
        "yosys_warnings": 1,
        "yosysTopAreaCell": "edfxtp_1",
        "topCellsByArea": "edfxtp_1 35%, ha_1 22%, xor2_1 15%, fa_1 12%, nand2b_1 7.2%",
        "syn_area_um2": 174,
        "yosysUniqueCellTypes": 9,
    },
    "hold_path": {
        "hold_depth": 2,
        "hold_class": "input pin to flip-flop",
    },
    "routing": {
        "route.detailed.drc": 0,
        "postRouteAntennaNets": 0,
        "avgViaCountPerCell": 2.40,
        "vias": 194,
        "drtIter0Drc": 0,
        "dr.pass1.iters": 1,
        "routedWlPerCell_um": 7.77,
        "routed_wirelength_um": 629,
        "antenna_cells": 0,
    },
    "job": {
        "maxCapViolCount": 0,
        "warnings": 27,
    },
    "placement": {
        "placed_area_um2": 392,
        "hpwl_um": 528,
        "dp_cells": 77,
        "gp_congestion": 0.635,
        "io_buffers": 16,
    },
}
==> worst min-delay path by stage <==
stage     start   endpoint  slack (ps)
5_1_grt   reset  result[1]         680
6_report  reset  result[1]         670
4_1_cts   reset  result[1]         670
==> stage by stage <==
stage          utilization (%)  worst slack [ps]
2_1_floorplan                -               145
4_1_cts                   12.6             -40.4
3_3_place_gp              11.5              -801
3_5_place_dp              11.5              -827
5_1_grt                   12.4             -30.0
6_report                  12.4             -7.70
==> power groups by stage <==
stage     combinational [mW]  sequential [mW]  clock [mW]
6_report              0.0972           0.0742       0.130
5_1_grt                0.109           0.0748       0.150
4_1_cts                0.100           0.0743       0.139
==> cell usage after synthesis <==
master / n
a21oi_1: 1
edfxtp_1: 2
fa_1: 1
ha_1: 3
inv_1: 1
nand2_1: 1
nand2b_1: 2
nand3_1: 1
xor2_1: 3
==> area by class of cell <==
cell class | count | area, um2 | share of cell area (%)
well taps | 46 | 57.6 | 13.6
inverters | 1 | 3.75 | 0.885
clock buffers | 3 | 22.5 | 5.31
multi-input cells | 12 | 141 | 33.3
repair buffers | 17 | 139 | 32.7
flip-flops and latches | 2 | 60.1 | 14.2
==> routing by layer <==
metal | share of wire, % | up-vias
met5 | 0 | -
met4 | 6.7 | 0
met3 | 21 | 5
met2 | 37 | 17
met1 | 35 | 81
li1 | - | 91
==> what timing repair did <==
action / in CTS / in global routing
setup endpoints to repair: 4 / 3
gates resized: 34 / 1
buffers inserted: 1 / 0
pin swaps: 7 / 3
==> worst max-delay path: stages <==
cell   delay, ps
buf_6        100
ha_4         150
fa_2         510
buf_2         90
==> logic make-up after synthesis <==
group / after synthesis / share of synthesized area (%)
AND-OR/OR-AND: 1 / 2.87
flip-flops: 2 / 34.5
AND/OR/NAND/NOR: 4 / 12.2
XOR/XNOR: 3 / 15.1
adder cells (fa/ha/maj): 4 / 33.1
buffers and inverters: 1 / 2.16
No activity file was given, so power comes from the tool's default toggle rates.
