<file path="flow/run.sh">
#!/bin/bash
# OpenROAD 26Q1-2900-gdf79404cd8, Yosys 0.63+post, stock flow scripts
make -C /OpenROAD-flow-scripts/flow DESIGN_CONFIG=/design/flow/config.mk WORK_HOME=/design/flow/orfs finish
</file>
<file path="flow/config.mk">
export PLATFORM = sky130hd
export DESIGN_NAME = sseg
export DESIGN_NICKNAME = sseg
export VERILOG_FILES = /design/flow/design.v
export SDC_FILE = /design/flow/constraint.sdc
export NUM_CORES = 4
export LEC_CHECK = 1
export CORE_UTILIZATION = 30
</file>
<file path="flow/constraint.sdc">
current_design sseg

set clk_period 3.1
set clk_io_pct 0.2

create_clock -name clk0 -period $clk_period [get_ports {clk}]

set non_clock_inputs [all_inputs -no_clocks]
set_input_delay [expr $clk_period * $clk_io_pct] -clock clk0 $non_clock_inputs
set_output_delay [expr $clk_period * $clk_io_pct] -clock clk0 [all_outputs]
</file>
<file path="flow/design.v">
`timescale 1ns / 1ps
module sseg(
    output reg [6:0] disp_num,  
    output reg [3:0] an,  
    input [1:0] result,  
    input [2:0] x0, 
    input [2:0] x1, 
    input clk,
    input clr
    );
wire [1:0] s;	 
reg [3:0] digit;    
wire [3:0] aen;
reg [19:0] clkdiv;  
wire [3:0] lego;
   parameter a = 7'b1111110;
   parameter b = 7'b1111101;
   parameter c = 7'b1111011;
   parameter d = 7'b1110111;
   parameter e = 7'b1101111;
   parameter f = 7'b1011111;
   parameter g = 7'b0111111;
   parameter off = 7'b1111111;  
assign s = clkdiv[19:18];  
assign aen = 4'b1111;  
assign lego = result + 3'b111;  
always @(posedge clk)
	case(s)
	0: digit = x0;        
    1: digit = x1;      
    2: digit = off;     
    3: digit = lego;    
	default: digit = 3;
	endcase
always @(*) 
case(digit)
0:disp_num = a&b&c&d&e&f;   
1:disp_num = b&c;							
2:disp_num = a&b&g&e&d;                                                             
3:disp_num = a&b&g&c&d;
4:disp_num = f&g&b&c;												 
5:disp_num = a&f&g&c&d;
6:disp_num = a&f&g&c&d&e;
7:disp_num = b&c&d&e&f;     
8:disp_num = f&e&d;         
9:disp_num = e&f&a&g&b&c;   
10:disp_num = a&b&c&d&e&f;  
default: disp_num = off;    
endcase
always @(*)
begin
an=4'b1111;
if(aen[s] == 1)  
    an[s] = 0;
end
always @(posedge clk or posedge clr) 
begin
if (clr == 1)
clkdiv <= 0;
else
clkdiv <= clkdiv+1;
end
endmodule
</file>
==> qor.yml <==
cts:
  cts.clk_slew.worst_paths_ps: 80
  clockBufferDepth: 2
  cts_tree: "done"
  cts_sinks: 27
  worstSkewPairLatency_ps: 260
  hold_buffers: 0
  cts-buffers-inserted: 3
  cts_setup_buffers: 0
  clockRootBuffer: "clkbuf_8"
  post_cts_resized: 0
  cts.htree.levels: 1
route:
  antenna_cells_inserted: 0
  drt-vias-per-instance: 4.58
  drt-initial-drc-count: 72
  num_vias: 894
  ant_nets: 0
  drcViolationCount: 0
  wl_um: 2150
  dr.pass1.iters: 4
  wire_per_inst_um: 11.0
global_routing:
  grt_overflow: 0
  grt_pass1_vias: 845
  met2_usage_pct: 19.1
  use_met1_pct: 15.0
  global_route.usage.met3_pct: 2.40
  grt_pass1_wl_um: 3770
  track_usage_pct: 11.0
  grt-busiest-layer: "met2"
  antenna_found_initial: 0
  grt_max_degree: 21
yosys:
  top_cell_area_share_pct: 38.8
  synth_stat.cells: 123
  yosys_warnings: 1
  syn_avg_cell_area_um2: 10.5
  synthArstFlopShare_pct: 74.1
  ff_type: "dfrtp_1"
  netlist_area_um2: 1290
  largest_area_cell: "dfrtp_1"
  synthCells: 123
  area_leaders: "dfrtp_1 39%, dfxtp_1 11%, xor2_1 6.8%"
  edf_count: 0
  numSynthFlops: 27
  yosys.cell_types.count: 35
  ys_area_um2: 1290
  ys_seq_share_pct: 49.7
setup_path:
  path_class: "reg -> out"
  end_kind: "primary output"
  arrival_ps: 1630
  worst-path-max-fanout: 16
  r2r_start: "clkdiv[18]"
  cp-startpoint: "clkdiv[19]"
  critPathLaunchType: "register"
  ff2ff_path_depth: 6
  critPathRequiredTime_ps: 2480
outcome:
  status: "finished clean"
timing:
  period_used_pct: 72.5
  rsz0062_at_grt: "no"
  setup_viol: 0
  fin_crit_ps: 2250
  tightest_slew_ps: 725
  slew_violations: 0
  maxSlewHeadroom_pct: 51.6
  hold_viol: 0
  clock_skew_ps: 1.51
  finalSetupTns_ps: 0
  max_freq_mhz: 445
final_layout:
  fill_cells: 368
  logic_area_um2: 612
  final_util_pct: 39.2
  seqCellArea_um2: 641
  lay_top_cells: "20 x dfrtp_1, 20 x clkdlybuf4s50_1, 12 x nand3_1"
  drive_above_1_share_pct: 8.97
  syn_to_final_growth_pct: 23.2
floorplan:
  fp.dieH_um: 67.6
  floorplanUtilization_pct: 31.8
  fp.dieW_um: 67.6
  ios: 21
  dieArea_um2: 4570
  core_area_um2: 4060
  rows: 23
hold_path:
  hold_path.class: "reg -> reg"
  hold_depth: 1
  hold_start: "clkdiv[16]"
power:
  power.leakage_nw: 0.716
  power.total_w: 0.000598
  power_density_nw_per_um2: 376
  ir_worst_vdd_mv: 0.308
placement:
  place.gp.congestion: 0.810
  io_buffers: 20
  dp_hpwl_um: 1570
flow_run:
  drv_cap: 0
  tool_warnings: 26
## critical path, cell delays in order, from the launching register on
cell	delay, ps
dfrtp_1	590
or2_2	380
clkdlybuf4s50_1	390
## registers in the layout (all words and copies together), names as in the netlist
register and count:
disp_num 7, clkdiv 20
## final cells by class
type | count | share of cell area (%)
multi-input cells | 87 | 38.5
inverters | 7 | 1.81
flip-flops and latches | 27 | 40.3
repair buffers | 20 | 12.6
clock buffers | 4 | 2.83
well taps | 50 | 3.94
## Yosys cell counts (all sizes together) (3+ instances only)
cell / count
dfrtp: 20
nand3: 13
xor2: 10
nor2: 9
xnor2: 8
dfxtp: 7
inv: 7
nand2: 7
nor3: 5
o21ai: 5
a21oi: 4
ha: 4
and4: 3
mux2: 3
nand4: 3
## per-stage QoR
| stage | area (µm²) | hold slack [ps] | cells | worst slack, ps |
|---|---|---|---|---|
| 6_report | 1590 | 459 | 195 | 852 |
| 5_1_grt | 1590 | 493 | 195 | 759 |
| 4_1_cts | 1590 | 465 | 195 | 847 |
| 3_5_place_dp | 1540 | 449 | 191 | 697 |
| 3_3_place_gp | 1540 | 450 | 191 | 745 |
| 2_1_floorplan | 1290 | 434 | 123 | 1230 |
## routing by layer
| metal | vias up | part of all wire, % |
|---|---|---|
| met3 | 2 | 4.8 |
| met5 | - | 0 |
| met1 | 408 | 48 |
| li1 | 466 | - |
| met2 | 18 | 47 |
| met4 | 0 | 0.42 |
## cell families (layout without fill, tap and decap cells)
kind of cell,Yosys count,after routing,synth area share (%)
and+or+nand+nor,47,47,19.6
muxes,5,5,4.46
AOI/OAI and AO/OA,13,13,7.27
buffers and inverters,9,31,2.91
adders and majority gates,4,4,3.88
xor gates and xnor gates,18,18,12.2
DFF,27,27,49.7
## final timing paths
kind	endpoint	slack [ps]
min	clkdiv[16]	460
min in group asynchronous	clkdiv[18]	770
max	an[0]	850
max in group asynchronous	clkdiv[7]	1870
min reg2reg	clkdiv[16]	460
max reg2reg	disp_num[0]	950
## where the power goes
group | switching, W | total, W | internal [W]
clock | 0.0000957 | 0.000187 | 0.0000917
sequential | 0.00000161 | 0.000359 | 0.000357
combinational | 0.0000207 | 0.0000514 | 0.0000307
total | 0.000118 | 0.000598 | 0.000480
Power is estimated from default activity; no workload was simulated.
