--- ./config.mk ---
export PLATFORM = sky130hd
export DESIGN_NAME = clock_divider
export DESIGN_NICKNAME = clock_divider
export VERILOG_FILES = /design/flow/design.v
export SDC_FILE = /design/flow/constraint.sdc
export NUM_CORES = 4
export LEC_CHECK = 1
export CORE_UTILIZATION = 40
--- ./constraint.sdc ---
current_design clock_divider

set clk_period 5.2
set clk_io_pct 0.2

create_clock -name clk0 -period $clk_period [get_ports {cin}]

set non_clock_inputs [all_inputs -no_clocks]
set_input_delay [expr $clk_period * $clk_io_pct] -clock clk0 $non_clock_inputs
set_output_delay [expr $clk_period * $clk_io_pct] -clock clk0 [all_outputs]
--- ./design.v ---
`timescale 1ns / 1ps
module clock_divider(cout, cin);
    input cin;
    output cout;  
    parameter timeconst = 70;  
    integer count0;
    integer count1;
    integer count2;
    integer count3;
    reg d;  
    reg cout;
        initial begin
            count0=0;
            count1=0;
            count2=0;
            count3=0;
            d = 0;
        end
    always @ (posedge cin )  
        begin
            count0 <= (count0 + 1); 
            if ((count0 == timeconst))
                begin
                    count0 <= 0;
                    count1 <= (count1 + 1);
                end
            else if ((count1 == timeconst))
                begin
                    count1 <= 0;
                    count2 <= (count2 + 1);
                end    
            else if ((count2 == timeconst))
                begin
                    count2 <= 0;
                    count3 <= (count3 + 1);
                end
            else if ((count3 == timeconst))
                begin
                    count3 <= 0;
                    d <= ~ (d);
                end
            cout <= d;
        end  
endmodule
--- ./run.sh ---
#!/bin/bash
# OpenROAD 26Q1-2900-gdf79404cd8, Yosys 0.63+post, stock flow scripts
make -C /OpenROAD-flow-scripts/flow DESIGN_CONFIG=/design/flow/config.mk WORK_HOME=/design/flow/orfs finish
==> run summary <==
State of the implementation.

- For the final routed database, the setup TNS stands at 0 ps.
- The vias after detailed routing is 5,268, for reference.
- Leaving out fill and tap cells, the most frequent cell in the layout is sky130_fd_sc_hd__edfxtp_1.
- The clock passes through at most 2 buffers.
- The average wire per cell in the routed design is 14.55 um, for reference.
- The final timing report lists clock skew as 6.810 ps.
- The report lists the number of cells resized after CTS as 0.
- The number of buffers inserted for hold repair after clock tree synthesis is 0, for reference.
- The register-to-register setup slack is 2520 ps, for reference.
- Per STA, the worst path is made up of inv_1 > ha_1 > nor4b_1 > nand4_1 > or2_2 > a21oi_4 > buf_4.
- The dominant register cell is sky130_fd_sc_hd__edfxtp_1, for reference.
- The stat command in Yosys gives a chip area of 0.006982 mm2.
- The number of levels the H-tree was split into is 4, for reference.
- Counting the warning lines in the Yosys log gives 1.
- The total standard cell area after synthesis is 0.006982 mm2, for reference.
- Per the cell usage report, the commonest logic cells after layout are 97 x sky130_fd_sc_hd__edfxtp_1, 67 x sky130_fd_sc_hd__nor2_1, 50 x sky130_fd_sc_hd__xnor2_1.
- The hold path startpoint is d, for reference.
- The count of nets left with antenna violations after detail routing is 0, for reference.
- For this run, the final setup violation count is recorded as 0.
- Summing all multi-input logic gate instances after layout gives 0.003249 mm2.
- STA classifies the critical path startpoint as a flip-flop.
- The share of cells above drive strength 1 is 7.030%, for reference.
- The slowest cell on the critical path is sky130_fd_sc_hd__or2_2, for reference.
- The via count of the first global-routing pass was 4,883.
- The setup slack after layout is 2523 ps, for reference.
- The DRC violation total left in the routed layout is recorded as 0.
- The path category of the worst min-delay check is reg2reg, for reference.
- The largest net degree at the start of global routing is 36, for reference.
- The distinct cell type count after synthesis is 35, for reference.
- The flow ran to the end, and the final reports show no timing, DRC or antenna violations.
- The total half-perimeter wirelength after legalization and detailed placement is 8433 um, for reference.
- The area growth from synthesis to layout is 12.04%.
- 2 I/O pins were placed.
- The filler cells instantiated in the layout total 1,537.
- The area taken by flip-flops and latches is 0.003573 mm2, for reference.
- The report gives the cell count of the worst hold path as 0.
- The transition time at the pin with the least slew margin is 808.0 ps, for reference.
- The number of warnings in the stage logs is 29, for reference.
- The number of max-cap violations is 0, for reference.
- The overall global routing resource usage is 16.19%, for reference.
- The initial antenna violation count is 0, for reference.
- Buffers placed on the I/O ports in this run total 1.
- The number of flops mapped to enable cells by yosys is 97, for reference.
- The global placer's final weighted congestion is 0.8534, for reference.
- The fraction of synthesized cell area taken by the top area cell type is 41.72%, for reference.
- The design draws 2.313 mW.
- The first routing iteration left 418 violations.
- In this run the critical register-to-register path is captured at count2[18].
- The final period utilization is 51.48%, for reference.
- The detailed-router iteration count before antenna repair is 7, for reference.
- The clock buffer count from CTS is 17, for reference.
- The number of cells on the worst reg-to-reg path is 7.
- The worst setup path is captured at a flip-flop.
- Yosys reported that registers with async set or reset make up 0%.
- The antenna diode count is 0, for reference.
- The busiest layer in global routing is met1, for reference.
- The synthesis report lists the most area-consuming cells as sky130_fd_sc_hd__edfxtp_1 42%, sky130_fd_sc_hd__dfxtp_1 9.5%, sky130_fd_sc_hd__xnor2_1 6.3%.
- Looking at the hold checks, the worst path lands on cout.
- TritonCTS built the clock tree.
- The total die size is 0.01799 mm2, for reference.
- The type of the worst setup path is reg2reg, for reference.
- The pre-CTS setup slack is 2497 ps, for reference.
- The leakage dissipation is 2.915 nW, for reference.
- Of all cell types, the one taking the most synthesized area is sky130_fd_sc_hd__edfxtp_1.
- The minimum clock period after layout is 2677 ps, for reference.
- Buffers added to address setup during post-CTS repair amount to 0.
- The longest incremental delay of any stage on the critical path is reported as 590 ps.
- The horizontal die dimension is 134.1 um, for reference.
- The start of the worst register-to-register path is count1[0], for reference.
- STA lists the maximum fanout along the critical path as 34.
- Looking at the clock tree report, the root buffer type is sky130_fd_sc_hd__clkbuf_16.
- The share of synthesized area occupied by flip-flops and latches is 51.18%, for reference.
- The core region is 0.01682 mm2.
- The post-detailed-routing wire length is 13,350 um, for reference.
- On the critical path the data arrives at 2740 ps.
- The die is 134.1 um tall.
- met3 track demand over resource after global routing is 3.511%.
- The clock latency of the later-clocked register in the worst-skew pair is 410 ps, for reference.
- The maximum vdd drop is 0.2599 mV, for reference.
- The relative slew slack is 45.64%, for reference.
- Dividing total power by cell area gives a power density of 295.7 mW/mm2.
- Global routing finished with a remaining overflow of 0.
- The floorplan has 47 rows.
- The synthesized netlist cell count is 687, for reference.
- The clock-pin slew of the registers on the worst-case setup and hold paths is 50 ps, for reference.
- Dividing the detail-routed via count by the number of cells gives 5.745.
- The cell family with the largest share of critical-path delay is simple AND/OR/NAND/NOR gates, for reference.
- The cell area after placement is 0.007224 mm2, for reference.
- The max-slew violation total from the final report is 0, for reference.
- The yosys stat cell total is 687, for reference.
- The global-route wire length before repair is 22,990 um, for reference.
- The fraction of the core area occupied by cells at floorplan is 41.51%, for reference.
- The synthesized design contains 130 register bits.
- The number of buffers and inverters on the critical path is 2.
- The final hold violation count is 0, for reference.
- The highest clock rate this design can be run at is 373.5 MHz.
- Setup repair after global routing left no endpoint under its margin.
- The finished layout holds 917 standard cells, fillers aside.
- The number of instances in the placed design is 885, for reference.
- After routing the design area is 0.007823 mm2.
- For the worst setup path, the data required time is 5260 ps.
- Averaged over all synthesized cells, the footprint is 10.16 um2.
- For this run, global-route usage on met1 was measured as 27.40%.
- Counting every sink on the clock net gives 130.
- For met2 alone, demand over resource in global routing was 23.46%.
[routing by layer]
metal | part of all wire, % | wire length, um
met5 | 0 | 0
met4 | 0.76 | 102
met3 | 4.3 | 575
met2 | 44 | 5844
met1 | 51 | 6823
[Yosys cell counts, types with 4 or more instances]
cell and count:
sky130_fd_sc_hd__and2_1 4, sky130_fd_sc_hd__and4_1 15, sky130_fd_sc_hd__inv_1 17, sky130_fd_sc_hd__and3_1 11, sky130_fd_sc_hd__buf_2 5, sky130_fd_sc_hd__edfxtp_1 97, sky130_fd_sc_hd__or4_1 32, sky130_fd_sc_hd__a21oi_1 48
sky130_fd_sc_hd__nand3_1 48, sky130_fd_sc_hd__or2_2 4, sky130_fd_sc_hd__or3_1 18, sky130_fd_sc_hd__nand4_1 47, sky130_fd_sc_hd__o31ai_1 27, sky130_fd_sc_hd__dfxtp_1 33, sky130_fd_sc_hd__o21a_1 4, sky130_fd_sc_hd__xnor2_1 50
sky130_fd_sc_hd__nand2_1 31, sky130_fd_sc_hd__nor4_1 25, sky130_fd_sc_hd__nor4b_1 11, sky130_fd_sc_hd__nor3_1 9, sky130_fd_sc_hd__ha_1 8, sky130_fd_sc_hd__o21ai_0 16, sky130_fd_sc_hd__xor2_1 21, sky130_fd_sc_hd__nor2_1 67
sky130_fd_sc_hd__clkbuf_1 25
[flip-flops by register name, indices dropped and copies added (netlist names)]
signal,flops
count1,32
count3,32
cout,1
count0,32
count2,32
d,1
[worst max path at each step]
stage | to | slack [ps] | start | cells past startpoint
after CTS | count2[5] | 2500 | count1[0] | 7
final | count2[18] | 2520 | count1[0] | 7
after global routing | count2[1] | 2290 | count1[0] | 7
[final cells by class]
type                    count  area share (%)
clock inverters            14           2.159
well taps                 220           3.519
clock buffers              18           5.486
flip-flops and latches    130           45.68
multi-input cells         510           41.54
inverters                  17          0.8157
repair buffers              8          0.7997
[report_power, final]
| part | leakage, nW | switching (mW) | internal [mW] | total, mW |
|---|---|---|---|---|
| clock | 0.296 | 0.423 | 0.790 | 1.21 |
| sequential | 1.39 | 0 | 1.10 | 1.10 |
| combinational | 1.22 | 0 | 0 | 0.00000122 |
[metrics by stage]
stage                     hold slack, ps  utilization (%)
final                              377.5            46.51
after floorplan                    348.0                -
after detailed placement           370.0            42.95
after global placement             358.3            42.95
after global routing               399.7            46.51
after CTS                          382.9            46.51
[logic make-up after synthesis]
logic type | share of synthesized area, %
AND-OR/OR-AND | 8.531
XOR/XNOR | 8.907
AND/OR/NAND/NOR | 27.33
adder cells (fa/ha/maj) | 1.434
buffers and inverters | 2.616
flip-flops | 51.18
No activity file was given, so power comes from the tool's default toggle rates.
